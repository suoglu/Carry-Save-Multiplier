==> design.v <==
`timescale 1ns / 1ps
module basecell_ha(f1_i, f2_i, b_i, sum_o, c_o);
  input f1_i, f2_i, b_i;
  output sum_o, c_o;
  wire pp;
  assign pp = f1_i & f2_i;
  HA adder(pp, b_i, sum_o, c_o);
endmodule  
module basecell_fa(f1_i, f2_i, b_i, c_i, sum_o, c_o);
  input f1_i, f2_i, b_i, c_i;
  output sum_o, c_o;
  wire pp;
  assign pp = f1_i & f2_i;
  FA adder(pp, b_i, c_i, sum_o, c_o);
endmodule  
module FA(A, B, Cin, S, Cout);
  input A, B, Cin;
  output S, Cout;
  wire ha_sum;  
  assign ha_sum = A ^ B;
  assign S =  ha_sum ^ Cin;  
  assign Cout = (A & B) | (ha_sum & Cin);  
endmodule  
module HA(A, B, S, Cout);
  input A, B;
  output S, Cout;
  assign S = A ^ B;
  assign Cout = A & B;
endmodule  
module csmulti_fullbasecell#(parameter bitsize = 8)(factor0, factor1, product);
  input [(bitsize-1):0] factor0, factor1;
  output reg [((2*bitsize)-1):0] product;
  reg [(bitsize-1):0] sum_vec[(bitsize-1):0];
  reg [(bitsize-1):0] carry_vec[(bitsize-1):0];
  reg [(bitsize-1):0] f1_i[(bitsize-1):0];
  reg [(bitsize-1):0] f2_i[(bitsize-1):0];
  reg [(bitsize-1):0] b_i[(bitsize-1):0];
  reg [(bitsize-1):0] c_i[(bitsize-1):0];
  wire [(bitsize-1):0] sum_o[(bitsize-1):0];
  wire [(bitsize-1):0] c_o[(bitsize-1):0];
  integer i, j;  
  genvar k, l;
  generate
      for (k = 0; k < bitsize; k = k + 1)
        begin
          for (l = 0; l < bitsize; l = l + 1)
            begin : basecell
              basecell_fa bscll(f1_i[k][l], f2_i[k][l], b_i[k][l], c_i[k][l], sum_o[k][l], c_o[k][l]);
            end
        end
  endgenerate
  always@*
    begin
      for(i = 0; i < bitsize; i = i + 1)
         begin
          for(j = 0; j < bitsize; j = j + 1)
             begin
              f1_i[i][j] = factor0[i];
              f2_i[i][j] = factor1[j];
              if(i == 0)
                begin
                  b_i[i][j] = 1'b0;
                end
              else if(j == (bitsize - 1))
                begin
                  b_i[i][j] = carry_vec[i-1][j];  
                end
              else
                begin
                  b_i[i][j] = sum_vec[i-1][j+1];
                end
              if(j == 0)
                begin
                  c_i[i][j] = 1'b0;
                end
              else
                begin
                  c_i[i][j] = carry_vec[i][j-1];
                end
              sum_vec[i][j] = sum_o[i][j];
              carry_vec[i][j] = c_o[i][j];
             end
         end
      for(i = 0; i < bitsize; i = i + 1)
         begin
            product[i] = sum_vec[i][0];
         end
      for(i = 1; i < bitsize; i = i + 1)
         begin
            product[bitsize+i-1] = sum_vec[bitsize-1][i];
         end
      product[(2*bitsize)-1] = carry_vec[bitsize-1][bitsize-1];
    end
endmodule  
==> run.sh <==
#!/bin/bash
# OpenROAD 26Q1-2900-gdf79404cd8, Yosys 0.63+post, stock flow scripts
make -C /OpenROAD-flow-scripts/flow DESIGN_CONFIG=/design/flow/config.mk WORK_HOME=/design/flow/orfs finish
==> config.mk <==
export PLATFORM = sky130hd
export DESIGN_NAME = csmulti_fullbasecell
export DESIGN_NICKNAME = csmulti_fullbasecell
export VERILOG_FILES = /design/flow/design.v
export SDC_FILE = /design/flow/constraint.sdc
export NUM_CORES = 4
export LEC_CHECK = 1
export CORE_UTILIZATION = 50
==> constraint.sdc <==
current_design csmulti_fullbasecell

set clk_period 14.1
set clk_io_pct 0.2

create_clock -name clk0 -period $clk_period

set non_clock_inputs [all_inputs -no_clocks]
set_input_delay [expr $clk_period * $clk_io_pct] -clock clk0 $non_clock_inputs
set_output_delay [expr $clk_period * $clk_io_pct] -clock clk0 [all_outputs]
==> impl_metrics.tcl <==
# flow metrics
set metrics [dict create \
    status "finished, final reports clean" \
    cts_setup_buffers 0 \
    fmax_mhz 72.3 \
    critPathKind "in2out" \
    yosys_warnings 13 \
    rsz0062_at_grt "false" \
    drv_slew 0 \
    ys_types 7 \
    dr.first_iter.drc_count 16 \
    drcViolationCount 0 \
    dr_wl_met3_microns 42 \
    ys_seq_frac 0 \
    flop-count 0 \
    drive_above_1_share 0.364 \
    initCoreUtil 0.524 \
    worst_pin_slew_ns 0.265 \
    antenna_cells 0 \
    startpoint_type "primary input" \
    power.density_nw_per_um2 203 \
    power.leakage_nw 0.783 \
    slowest_stage "fa_2" \
    crit_path_end_kind "primary output" \
    maxCapViolations 0 \
    finalSetupViolations 0 \
    nClkBuffers 0 \
    core_area_sq_um 3030 \
    layout.cells.most_common "nand2_1" \
    hold_violations 0 \
    critPathMaxStageDelay_ns 0.55 \
    vias_per_cell 4.48 \
    cp.arrival_ns 11.01 \
    syn2layout_area_growth_pct 25.8 \
    cp.depth 26 \
    grt_pass1_wl_mm 4.30 \
    grtUsageTotal 0.172 \
    max-slew-margin-rel 0.823 \
    boundaryPins 32 \
    gp_congestion 0.799 \
    stdcell_count 231 \
    worstSetupStartpoint "factor0[0]" \
    cp.required_ns 11.28 \
    die_area_sq_um 3400 \
    min_from "factor1[0]" \
    ant_nets 0 \
    route.top_layer_used "met3" \
    cp.buffers_inverters 6 \
    warning_count 33 \
    cp-endpoint "product[13]" \
    crit_top_cell "fa_2" \
    die_w_microns 58.3 \
    wl_met1_microns 983 \
    fin_crit_sh 0.981 \
    period_needed_ns 13.83 \
    wl_met2_mm 1.27 \
    die_h_microns 58.3 \
    first_global_vias 990 \
    overflow 0 \
    hp-class "in2out" \
    syn_inst 167 \
    vias 1034 \
    seqCellArea_sq_um 0 \
    tns_ns 0 \
    finalWirelength_mm 2.30 \
    antenna_found_initial 0 \
    grt_max_degree 9 \
    ys_cells 167 \
    avgRoutedWirePerCell_microns 9.94 \
    yosys_area_sq_um 1590 \
    postCtsHoldBufs 0 \
    firstDrtPassIters 3 \
    peakVddDrop_v 0.000188 \
    dp_cells 231 \
    hpwl_mm 2.16 \
    cp_max_fo 2 \
    lay_top_cells "nand2_1, fa_2, clkdlybuf4s50_1" \
    io_buffers 32 \
    path_delay_family "adder cells" \
    row_count 20 \
    avgSynthCellArea_sq_um 9.50 \
    synth_area_sq_um 1590 \
]
metrics by stage:
stage               area [sq um]  hold WS (ns)   util  total power, mW  setup slack [ns]
global placement            1880          6.75  0.622            0.377            -0.885
floorplan                   1590          5.82      -            0.294             0.136
global route                2000          6.44  0.659            0.469            0.0461
CTS                         1990          6.42  0.657            0.415            0.0467
finish                      2000          6.41  0.659            0.405             0.269
detailed placement          1880          6.74  0.622            0.385            -0.933
final cells by class:
cell class / count / area (sq um)
Fill cell: 247 / 1030
Timing Repair Buffer: 41 / 379
Tap cell: 44 / 55.1
Multi-Input combinational cell: 120 / 1460
Inverter: 26 / 97.6
where the power goes:
part           internal (mW)  total [mW]  leakage, nW  switching [mW]
Clock                      0           0            0               0
Combinational          0.258       0.405        0.783           0.146
Sequential                 0           0            0               0
Total                  0.258       0.405        0.783           0.146
worst min path at each step:
stage	to	slack, ns	cells after the start
finish	product[0]	6.41	4
global route	product[1]	6.44	4
CTS	product[0]	6.42	4
routing by layer:
metal	global-route usage	up-vias
li1	-	502
met1	0.309	517
met2	0.289	15
met3	0	0
met4	0	0
met5	0	-
logic make-up after synthesis:
kind of cell,synth area share
buffers and inverters,0.153
and+or+nand+nor,0.178
adders and majority gates,0.669
repair_timing:
action,CTS,global route
resized,75,4
pin swaps,42,33
endpoints found under the setup margin,4,3
gates cloned,0,0
cells in the mapped netlist:
| cell type | number | area [sq um] |
|---|---|---|
| buf_2 | 5 | 25.0 |
| fa_1 | 48 | 961 |
| nand2_1 | 47 | 176 |
| and2_1 | 17 | 106 |
| ha_1 | 8 | 100 |
| inv_1 | 26 | 97.6 |
| buf_4 | 16 | 120 |
No activity file was given, so power comes from the tool's default toggle rates.
