==> /design/flow/design.v <==
`timescale 1ns / 1ps
module basecell_ha(f1_i, f2_i, b_i, sum_o, c_o);
  input f1_i, f2_i, b_i;
  output sum_o, c_o;
  wire pp;
  assign pp = f1_i & f2_i;
  HA adder(pp, b_i, sum_o, c_o);
endmodule  
module basecell_fa(f1_i, f2_i, b_i, c_i, sum_o, c_o);
  input f1_i, f2_i, b_i, c_i;
  output sum_o, c_o;
  wire pp;
  assign pp = f1_i & f2_i;
  FA adder(pp, b_i, c_i, sum_o, c_o);
endmodule  
module FA(A, B, Cin, S, Cout);
  input A, B, Cin;
  output S, Cout;
  wire ha_sum;  
  assign ha_sum = A ^ B;
  assign S =  ha_sum ^ Cin;  
  assign Cout = (A & B) | (ha_sum & Cin);  
endmodule  
module HA(A, B, S, Cout);
  input A, B;
  output S, Cout;
  assign S = A ^ B;
  assign Cout = A & B;
endmodule  
`timescale 1ns / 1ps
module multiCS4_fullbasecell(factor1, factor2, product);
  input [3:0] factor1, factor2;
  output [7:0] product;
  wire [3:0] sum_vec[3:0];
  wire [3:0] carry_vec[3:0];
  basecell_fa bc00(factor1[0], factor2[0], 1'b0, 1'b0, sum_vec[0][0], carry_vec[0][0]);
  basecell_fa bc01(factor1[1], factor2[0], 1'b0, carry_vec[0][0], sum_vec[0][1], carry_vec[0][1]);
  basecell_fa bc02(factor1[2], factor2[0], 1'b0, carry_vec[0][1], sum_vec[0][2], carry_vec[0][2]);
  basecell_fa bc03(factor1[3], factor2[0], 1'b0, carry_vec[0][2], sum_vec[0][3], carry_vec[0][3]);
  basecell_fa bc10(factor1[0], factor2[1], sum_vec[0][1], 1'b0, sum_vec[1][0], carry_vec[1][0]);
  basecell_fa bc11(factor1[1], factor2[1], sum_vec[0][2], carry_vec[1][0], sum_vec[1][1], carry_vec[1][1]);
  basecell_fa bc12(factor1[2], factor2[1], sum_vec[0][3], carry_vec[1][1], sum_vec[1][2], carry_vec[1][2]);
  basecell_fa bc13(factor1[3], factor2[1], carry_vec[0][3], carry_vec[1][2], sum_vec[1][3], carry_vec[1][3]);
  basecell_fa bc20(factor1[0], factor2[2], sum_vec[1][1], 1'b0, sum_vec[2][0], carry_vec[2][0]);
  basecell_fa bc21(factor1[1], factor2[2], sum_vec[1][2], carry_vec[2][0], sum_vec[2][1], carry_vec[2][1]);
  basecell_fa bc22(factor1[2], factor2[2], sum_vec[1][3], carry_vec[2][1], sum_vec[2][2], carry_vec[2][2]);
  basecell_fa bc23(factor1[3], factor2[2], carry_vec[1][3], carry_vec[2][2], sum_vec[2][3], carry_vec[2][3]);
  basecell_fa bc30(factor1[0], factor2[3], sum_vec[2][1], 1'b0, sum_vec[3][0], carry_vec[3][0]);
  basecell_fa bc31(factor1[1], factor2[3], sum_vec[2][2], carry_vec[3][0], sum_vec[3][1], carry_vec[3][1]);
  basecell_fa bc32(factor1[2], factor2[3], sum_vec[2][3], carry_vec[3][1], sum_vec[3][2], carry_vec[3][2]);
  basecell_fa bc33(factor1[3], factor2[3], carry_vec[2][3], carry_vec[3][2], sum_vec[3][3], carry_vec[3][3]);
  assign product[0] = sum_vec[0][0];
  assign product[1] = sum_vec[1][0];
  assign product[2] = sum_vec[2][0];
  assign product[3] = sum_vec[3][0];
  assign product[4] = sum_vec[3][1];
  assign product[5] = sum_vec[3][2];
  assign product[6] = sum_vec[3][3];
  assign product[7] = carry_vec[3][3];
endmodule
module multiCS4_v1(factor1, factor2, product);
  input [3:0] factor1, factor2;
  output [7:0] product;
  wire [3:0] pproduct[3:0];  
  wire [4:0] carrySave[2:0];
  wire [3:0] merging_vec[1:0];  
  wire [1:0] carryProp;
  wire dummy;
  genvar i, j;
  for(i = 0; i < 4; i = i + 1)
    for(j = 0; j < 4; j = j + 1)
      begin
        assign  pproduct[i][j] = factor1[i] & factor2[j];
      end
	assign product[0] = pproduct[0][0];
	HA level0_0(pproduct[0][1], pproduct[1][0], product[1], carrySave[0][0]);
	HA level0_1(pproduct[0][2], pproduct[1][1], merging_vec[0][0], carrySave[0][1]);
	HA level0_2(pproduct[0][3], pproduct[1][2], merging_vec[0][1], carrySave[0][2]);
	HA level0_3(pproduct[1][3], pproduct[2][2], merging_vec[0][2], carrySave[0][3]);
	HA level0_4(pproduct[2][3], pproduct[3][2], merging_vec[0][3], carrySave[0][4]);
	FA level1_0(merging_vec[0][0], pproduct[2][0], carrySave[0][0], product[2], carrySave[1][0]);
	FA level1_1(merging_vec[0][1], pproduct[2][1], carrySave[0][1], merging_vec[1][0], carrySave[1][1]);
	FA level1_2(merging_vec[0][2], pproduct[3][1], carrySave[0][2], merging_vec[1][1], carrySave[1][2]);
	HA level1_3(merging_vec[0][3], carrySave[0][3], merging_vec[1][2], carrySave[1][3]);
	HA level1_4(pproduct[3][3], carrySave[0][4], merging_vec[1][3], carrySave[1][4]);
	FA level2_0(merging_vec[1][0], pproduct[3][0], carrySave[1][0], product[3], carrySave[2][0]);
	FA level2_1(merging_vec[1][1], carrySave[2][0], carrySave[1][1], product[4], carrySave[2][1]);
	FA level2_2(merging_vec[1][2], carrySave[2][1], carrySave[1][2], product[5], carrySave[2][2]);
	FA level2_3(merging_vec[1][3], carrySave[2][2], carrySave[1][3], product[6], carrySave[2][3]);
	HA level2_4(carrySave[1][4], carrySave[2][3], product[7], dummy);
endmodule
module board(leds, in1, in2, conSW);
  input [3:0] in1, in2;
  input conSW;
  output [7:0] leds;
  wire [7:0]  result1, result2;
  multiCS4_fullbasecell uut0(in1, in2, result1);
  multiCS4_v1 uut1(in1, in2, result2);
assign leds = (conSW) ? result1 : result2;
endmodule  
==> /design/flow/config.mk <==
export PLATFORM = sky130hd
export DESIGN_NAME = board
export DESIGN_NICKNAME = board
export VERILOG_FILES = /design/flow/design.v
export SDC_FILE = /design/flow/constraint.sdc
export NUM_CORES = 4
export LEC_CHECK = 1
export CORE_AREA = 10 10 70 70
export DIE_AREA = 0 0 80 80
==> /design/flow/run.sh <==
#!/bin/bash
# OpenROAD 26Q1-2900-gdf79404cd8, Yosys 0.63+post, stock flow scripts
make -C /OpenROAD-flow-scripts/flow DESIGN_CONFIG=/design/flow/config.mk WORK_HOME=/design/flow/orfs finish
==> /design/flow/constraint.sdc <==
current_design board

set clk_period 6.7
set clk_io_pct 0.2

create_clock -name clk0 -period $clk_period

set non_clock_inputs [all_inputs -no_clocks]
set_input_delay [expr $clk_period * $clk_io_pct] -clock clk0 $non_clock_inputs
set_output_delay [expr $clk_period * $clk_io_pct] -clock clk0 [all_outputs]
==> summary.txt <==
impl run done, here's what came out: Sw Ratio=39.1%, post-placement worst setup slack=-0.420 ns, Worst Setup End Kind=output pin, FILL cells=383, ANT nets after route=0, top cell type by total area after synthesis=fa_1, Sequential Power Share=0%, YS chip area=719 um^2, iteration-0 DRC count of the detailed router=1, max_cap viols=0, Setup CP Type=primary input to output pin, mean post-synth cell area=8.77 um^2, registers=0, crit path buf inv count=6, cell mode on critical path=fa_1, outcome=finished, final reports clean, worst setup margin=0.0665 ns, Leakage=0.000566 uW, total negative setup slack=0 ns, Rel. slew slack=72.1%, Die H=80 um, Switch Pwr=30.6 uW, Worst Path Required=5.36 ns, num rows=21, Synth cell types=13, Logic pwr share=100.0%, setup-violating endpoint count in the final report=0, floorplan core density=21.1%, # Cells Yosys=82, PD cells=74.9 nW/um^2, Worst-Margin Slew=0.417 ns, Die ar.=6400 um^2, io pins=17, Period minus WS final=6.63 ns, CP Data Arrival Time=5.29 ns, RSZ-0062 raised after global routing=true, final instance area=1040 um^2, FMAX=151 MHz, Critical Path Fanout Max=2, vias in the first global route=586, Post-DP Area=1030 um^2, Synth Instances=82, Synth warnings=2, Tot GR Track Use=4.15%, crit share post-route=99.0%, port bufs=17, Top-area cell share=41.7%, share of layout cells above drive strength 1=23.4%, Hold-fix buffers, CTS=0, RePlAce Congestion=0.796, final hold slack=3.47 ns, DIE WIDTH=80 um, power share of the clock group=0%, Synth Cell Area=719 um^2, Detailed Route WL=1260 um, total grt overflow=0, Worst Hold Class=primary input to output pin, largest cells by area after synthesis=fa_1, ha_1, inv_1, CP delay by family, top=adder cells, core area=3420 um^2, routed vias=534, Startpoint Class=primary input, post-CTS setup buffers=0, first drt pass iteration count=4, P_int=47.6 uW, Worst path max stage delay=0.48 ns, Flop area=0 um^2, hpwl dp=1250 um, drt wl/cell=8.00 um, Final Hold Viols=0, largest net degree at the start of global routing=10, fin. max-slew vios=0, Antenna diodes=0, IR drop worst, VDD=21.2 uV, final non-filler cell total=157, dpl cells=157, Clock buffer cells=0, Crit-path slowest cell=fa_1, critical-path cell list=clkdlybuf4s50_1 > and2_1 > ha_1 > inv_2 > fa_2 > fa_1 > inv_1 > fa_2 > fa_1 > inv_1 > fa_1 > fa_2 > inv_2 > fa_1 > nand2_1 > o21ai_0 > buf_2, Tool Warnings=33, # DRC=0, Synth Seq Share=0%, global-route wire length before repair=2290 um, Avg Vias per Cell=3.40, area grow syn2layout=45.0%, initial antenna violation count=0
==> per-stage QoR <==
stage	utilization, %	total power (uW)
detailed placement	30.3	80.6
CTS	30.3	80.6
finish	30.5	78.2
floorplan	-	42.1
global route	30.5	91.5
global placement	30.3	79.9
==> final timing paths <==
path | cells after the start | slack (ns) | endpoint | from
worst min-delay path | 4 | 3.47 | leds[1] | in2[0]
worst max-delay path | 17 | 0.07 | leds[6] | in1[0]
==> layout by cell type (no fill, tap or decap) <==
| cell | instances |
|---|---|
| buf_4 | 15 |
| clkdlybuf4s50_1 | 11 |
| mux2_4 | 2 |
| inv_2 | 3 |
| a21oi_2 | 1 |
| fa_1 | 11 |
| buf_2 | 1 |
| xor2_1 | 1 |
| ha_1 | 10 |
| and2_1 | 11 |
| dlygate4sd2_1 | 3 |
| nor2_1 | 1 |
| mux2i_1 | 1 |
| inv_1 | 25 |
| nand2_1 | 7 |
| fa_2 | 4 |
| dlymetal6s2s_1 | 2 |
| o21ai_0 | 2 |
==> metal layers <==
metal	track usage, %	part of all wire (%)	vias to the layer above
li1	-	-	289
met1	5.72	53	233
met2	6.82	41	12
met3	1.02	6.4	0
met4	0	0	0
met5	0	0	-
==> final cells by class <==
cell class / count / area [um^2] / area share, %
multi-input combinational: 51 / 602 / 57.7
inverter: 28 / 105 / 10.1
tap: 46 / 57.6 / 5.52
timing repair buffer: 32 / 279 / 26.7
==> power groups by stage <==
stage	Clock [uW]	Combinational, uW	Sequential (uW)
6_report	0	78.2	0
5_1_grt	0	91.5	0
4_1_cts	0	80.6	0
==> kinds of logic (layout without fill, tap and decap cells) <==
logic type | Yosys count | in the layout | synth area share [%]
fa+ha+maj | 25 | 25 | 59.1
simple gates | 19 | 19 | 13.7
buf+inv | 31 | 60 | 18.3
mux | 3 | 3 | 5.57
compound gates | 3 | 3 | 2.09
xor+xnor | 1 | 1 | 1.22
==> cell usage after synthesis <==
master,number
nand2_1,7
mux2_4,2
a21oi_1,1
o21ai_0,2
fa_1,15
ha_1,10
xor2_1,1
buf_6,1
mux2i_1,1
buf_4,2
inv_1,28
and2_1,11
nor2_1,1
==> timing repair <==
item / 4_1_cts / 5_1_grt
resized: 11 / 5
pin swaps: 1 / 4
setup endpoints to repair: 3 / 3
No activity file was given, so power comes from the tool's default toggle rates.
