File: flow/design.v
`timescale 1ns / 1ps
module ssdMaster(clk, rst, mode, digit0, digit1, digit2, digit3, a, b, c, d, e, f, g, an);
  input clk, rst;
  input [3:0] mode;  
  input [3:0] digit0, digit1, digit2, digit3;
  output a, b, c, d, e, f, g;
  output reg [3:0] an;
  reg [1:0] state;  
  wire stateClk;  
  reg [15:0] counter;  
  wire [3:0] encode_in;
  wire [6:0] abcdefg;
  reg [3:0] digit[3:0];
  assign stateClk = counter[15];  
  always@(posedge stateClk or posedge rst)  
    begin
      if(rst)
        state <= 2'b0;
      else
        state <= state + 2'b1;
    end
  always@(posedge clk or posedge rst)  
    begin
      if(rst)
        counter <= 16'b0;
      else
        counter <= counter + 16'b1;
    end
  always@*  
    begin
        case(state)
          2'd0: an = 4'b1110;
          2'd1: an = 4'b1101;
          2'd2: an = 4'b1011;
          2'd3: an = 4'b0111;
        endcase
    end
  always@*  
    begin
      digit[0] = digit0;
      digit[1] = digit1;
      digit[2] = digit2;
      digit[3] = digit3;
    end
  assign {a,b,c,d,e,f,g} = (mode[state]) ? abcdefg : 7'b1111111;
  assign encode_in = digit[state];
  ssd_encode encoder(encode_in, abcdefg);
endmodule  
module ssd_encode(in, abcdefg);
  parameter zero = 7'b0000001, one = 7'b1001111, two = 7'b0010010;
  parameter thr = 7'b0000110, four = 7'b1001100, five = 7'b0100100;
  parameter six = 7'b0100000, svn = 7'b0001111, eght = 7'b0000000;
  parameter nine = 7'b0000100, A = 7'b0001000, B = 7'b1100000;
  parameter C = 7'b0110001, D = 7'b1000010, E = 7'b0110000, F = 7'b0111000;
  input [3:0] in;
  output reg [6:0] abcdefg;
  always@*
    begin
        case (in)
          4'b0: abcdefg = zero;
          4'b1: abcdefg = one;
          4'b10: abcdefg = two;
          4'b11: abcdefg = thr;
          4'b100: abcdefg = four;
          4'b101: abcdefg = five;
          4'b110: abcdefg = six;
          4'b111: abcdefg = svn;
          4'b1000: abcdefg = eght;
          4'b1001: abcdefg = nine;
          4'b1010: abcdefg = A;
          4'b1011: abcdefg = B;
          4'b1100: abcdefg = C;
          4'b1101: abcdefg = D;
          4'b1110: abcdefg = E;
          4'b1111: abcdefg = F;
        endcase
    end
endmodule  
File: flow/run.sh
#!/bin/bash
# OpenROAD 26Q1-2900-gdf79404cd8, Yosys 0.63+post, stock flow scripts
make -C /OpenROAD-flow-scripts/flow DESIGN_CONFIG=/design/flow/config.mk WORK_HOME=/design/flow/orfs finish
File: flow/config.mk
export PLATFORM = sky130hd
export DESIGN_NAME = ssdMaster
export DESIGN_NICKNAME = ssdMaster
export VERILOG_FILES = /design/flow/design.v
export SDC_FILE = /design/flow/constraint.sdc
export NUM_CORES = 4
export LEC_CHECK = 1
export CORE_AREA = 10 10 89 89
export DIE_AREA = 0 0 99 99
File: flow/constraint.sdc
current_design ssdMaster

set clk_period 3.9
set clk_io_pct 0.2

create_clock -name clk0 -period $clk_period [get_ports {clk}]

set non_clock_inputs [all_inputs -no_clocks]
set_input_delay [expr $clk_period * $clk_io_pct] -clock clk0 $non_clock_inputs
set_output_delay [expr $clk_period * $clk_io_pct] -clock clk0 [all_outputs]
==> impl_metrics.tcl <==
# place-and-route summary
set metrics [dict create \
    outcome "completed" \
    cp_common_cell "clkdlybuf4s50_1" \
    critical_path_end_type "output port" \
    route.vias.total 970 \
    critical_path.reg2reg.startpoint "counter[0]$_DFF_PP0_" \
    instances_no_fill 232 \
    dieWidth_um 99 \
    whs_path_depth 1 \
    layout.filler_cells 618 \
    tritoncts "yes" \
    sw_frac_of_total_pct 21.0 \
    critical_path.top_delay_family "buffers and inverters" \
    worst_path_depth 8 \
    synth_stat.cells 123 \
    globalRouteTotalUtil_pct 5.52 \
    synth_cell_type_count 29 \
    ys_seq_elements 18 \
    top_level_ports 33 \
    detail_route.wirelength_um 2630 \
    post-dp-hpwl_um 2160 \
    async_reset_ff_share_pct 100 \
    wl_per_cell_um 11.3 \
    area.combinational_um2 677 \
    ctsHtreeMaxLevel 1 \
    timing.reg2reg.setup_slack_ns 2.42 \
    final_layout_size_suffix_gt1_share_pct 5.73 \
    cts.hold.buffers_added 0 \
    design.core.area_mm2 0.00599 \
    finalWeightedCongestion 0.808 \
    r2r.worst_path.cells 5 \
    critical-path-slowest-cell "clkdlybuf4s50_1" \
    critical_path_arrival_ns 2.86 \
    fmax_ghz 0.275 \
    die.size.y_um 99 \
    clock.latency.late_pin_ns 0.24 \
    unconstrained_endpoints 6 \
    overflow_after_grt 0 \
    ys_chip_area_mm2 0.00119 \
    worst-slew-pin-transition_ns 0.651 \
    max-cap-violations 0 \
    origin_of_the_worst_min_delay_path "counter[14]$_DFF_PP0_" \
    grt_max_degree 19 \
    comb_power_share_pct 18.7 \
    first_global_vias 1008 \
    antenna_found_initial 0 \
    power.density_cell_area_mw_per_mm2 211 \
    final.period_utilization_pct 93.4 \
    clkTransAtPathRegs_ns 0.05 \
    final_max_slew_viol_count 0 \
    yosys.stat.seqShare_pct 37.9 \
    placedCellCount 229 \
    critical_path.max_fanout 5 \
    n_antenna_cell 0 \
    max_slew_margin_pct 56.5 \
    critical_path.max_stage_delay_ns 0.50 \
    power.internal_w 0.000274 \
    initialDrtViolationCount 37 \
    die-area_mm2 0.00980 \
    ys_warn_count 3 \
    synth.top_cell.area_share_pct 37.9 \
    power.share.clock_pct 33.5 \
    ff_type "dfrtp_1" \
    rsz0062_at_grt "false" \
    netlist_area_mm2 0.00119 \
    worstHoldPathType "reg -> reg" \
    static-leakage-power_nw 0.728 \
    sequence_of_cells_on_the_critical_path "clkdlybuf4s50_1, a222oi_1, a21oi_2, inv_1, ha_1, nor4_1, a311oi_1, clkdlybuf4s50_1" \
    clock-skew-final_ns 0.00647 \
    timing.final.ws_setup_ns 0.257 \
    area_delta_synth_final_pct 38.2 \
    cell_taking_the_most_area_after_synthesis "dfrtp_1" \
    post_synth_inst_count 123 \
    dp_worst_setup_slack_ns 0.179 \
    drtPass1Iterations 4 \
    tool_warnings 32 \
    lay_top_cells "clkdlybuf4s50_1, dfrtp_1, inv_1" \
    fp_util_pct 19.8 \
    clock_tree.buffer_depth 2 \
    row_count 28 \
    startpoint_type "input port" \
    netSwitchingPower_w 0.0000729 \
    postLayoutCoreUtil_pct 27.4 \
    worst_r2r_endpoint "counter[14]$_DFF_PP0_" \
    cts_inserted_buffers 3 \
    finalCriticalPeriod_ns 3.64 \
    worst-setup-path-type "in -> out" \
    postRouteAntennaNets 0 \
    count_of_flip_flops_with_a_built_in_enable_after_synthesis 0 \
    irDropWorstVdd_uv 344 \
    req_time_crit_path_ns 3.12 \
    synthesized_area_per_cell_um2 9.66 \
    hold_path_end "counter[14]$_DFF_PP0_" \
    fin_setup_tns_ns 0 \
    proportion_of_power_drawn_by_flip_flops_and_latches_pct 47.8 \
    post_drt_via_cell_ratio 4.18 \
    detail_route.drc_violations 0 \
    count_of_unclocked_register_or_latch_pins 2 \
    layout_top_cell_excl_fill_tap "clkdlybuf4s50_1" \
    portBuffers 32 \
    hold_violations 0 \
    setup_viol_count_final 0 \
    cts_root_buffer "clkbuf_8" \
    yosys-top-cells-area "dfrtp_1, ha_1, xor2_1" \
    regArea_um2 450 \
    critPathBufInv 3 \
    global_route_wire_length_before_repair_um 4720 \
]
==> cell type report <==
cell class / instances / share of cell area, %
Inverter: 16 / 3.66
Sequential cell: 18 / 27.4
Clock buffer: 3 / 2.51
Multi-Input combinational cell: 88 / 41.2
Tap cell: 75 / 5.71
Timing Repair Buffer: 32 / 19.5
==> routing by layer <==
metal,up-vias,share of wire (%),global-route usage [%]
li1,504,-,-
met2,15,49,9.52
met1,449,44,6.90
met3,2,6.3,1.62
met5,-,0,0
met4,0,0.61,0.441
==> worst max-delay path by stage <==
| stage | from | endpoint | slack (ns) |
|---|---|---|---|
| finish | digit2[0] | a | 0.26 |
| global route | digit2[1] | a | 0.008 |
| CTS | digit2[0] | d | 0.18 |
==> power by group through the flow <==
stage	Combinational (W)	Sequential (W)	Clock, W
after global routing	0.0000736	0.000166	0.000129
final	0.0000650	0.000166	0.000116
after CTS	0.0000657	0.000166	0.000121
==> flip-flops by register name, summed over array words and instances (netlist names) <==
signal   count
counter     16
state        2
==> cell usage after synthesis (3+ instances only) <==
master    instances
a21oi_1           3
dfrtp_1          18
inv_1            15
ha_1             11
o221ai_1          5
nand2_1          11
mux2i_1           5
nand4_1           3
nor3_1            3
nand3_1           5
xor2_1            8
nor2_1            6
xnor2_1           7
nor4_1            3
==> repair_timing <==
action / in CTS / in global routing
setup endpoints to repair: 0 / 2
setup buffers: 0 / 0
resized: 0 / 1
==> cells by family after synthesis <==
logic type	synth area share [%]
simple gates	14.5
compound gates	13.4
flops	37.9
buf+inv	5.47
xor+xnor	11.1
fa+ha+maj	11.6
mux	6.11
==> through the flow <==
step	power, W	area (um^2)	hold slack, ns
detailed placement	0.000234	1600	0.458
global placement	0.000235	1600	0.462
global route	0.000368	1640	0.492
floorplan	0.000196	1190	0.441
finish	0.000347	1640	0.469
CTS	0.000352	1640	0.475
Power figures rest on the tool's default switching activity, not on a simulated workload.
